==> flow/design.v <==
module checksum_gen (
    input  [7:0] plain,
    input  [7:0] cipher,
    output [7:0] checksum
);
assign checksum = plain ^ cipher;
endmodule
`timescale 1ns / 1ps
module dht11_receiver (
    input  wire clk,           
    input  wire rst,
    inout  wire dht_data,
    output reg  [7:0] temp_out,
    output reg  data_valid
);
reg dht_sync1, dht_sync2;
always @(posedge clk) begin
    dht_sync1 <= dht_data;
    dht_sync2 <= dht_sync1;
end
reg data_out_en;
reg data_out;
assign dht_data = data_out_en ? data_out : 1'bz;
reg [31:0] counter;
reg [31:0] delay_cnt;
reg [5:0]  bit_count;
reg [39:0] shift_reg;
reg        dht_prev;
localparam IDLE        = 3'd0,
           START       = 3'd1,
           WAIT_LOW    = 3'd2,
           WAIT_HIGH   = 3'd3,
           READ_BITS   = 3'd4,
           DONE        = 3'd5;
reg [2:0] state;
localparam ONE_SEC     = 100_000_000;   
localparam START_COUNT = 1_800_000;     
localparam THRESHOLD   = 4_000;         
localparam TIMEOUT     = 10_000_000;    
always @(posedge clk or posedge rst) begin
    if (rst) begin
        state       <= IDLE;
        counter     <= 0;
        delay_cnt   <= 0;
        bit_count   <= 0;
        shift_reg   <= 0;
        temp_out    <= 0;
        data_valid  <= 0;
        data_out_en <= 0;
        data_out    <= 1'b1;
        dht_prev    <= 1'b1;
    end
    else begin
        case (state)
        IDLE: begin
            data_valid <= 0;
            if (delay_cnt < ONE_SEC)
                delay_cnt <= delay_cnt + 1;
            else begin
                delay_cnt <= 0;
                counter   <= 0;
                state     <= START;
            end
        end
        START: begin
            data_out_en <= 1;
            data_out    <= 0;
            if (counter < START_COUNT)
                counter <= counter + 1;
            else begin
                counter     <= 0;
                data_out_en <= 0;
                state       <= WAIT_LOW;
            end
        end
        WAIT_LOW: begin
            counter <= counter + 1;
            if (dht_sync2 == 0) begin
                counter <= 0;
                state   <= WAIT_HIGH;
            end
            else if (counter > TIMEOUT)
                state <= IDLE;
        end
        WAIT_HIGH: begin
            counter <= counter + 1;
            if (dht_sync2 == 1) begin
                counter   <= 0;
                bit_count <= 0;
                state     <= READ_BITS;
            end
            else if (counter > TIMEOUT)
                state <= IDLE;
        end
        READ_BITS: begin
            dht_prev <= dht_sync2;
            counter  <= counter + 1;
            if (dht_prev == 0 && dht_sync2 == 1)
                counter <= 0;
            if (dht_prev == 1 && dht_sync2 == 0) begin
                shift_reg <= {shift_reg[38:0],
                              (counter > THRESHOLD)};
                bit_count <= bit_count + 1;
                counter   <= 0;
                if (bit_count == 39)
                    state <= DONE;
            end
        end
        DONE: begin
            temp_out   <= shift_reg[23:16];   
            data_valid <= 1'b1;
            state      <= IDLE;
        end
        default:
            state <= IDLE;
        endcase
    end
end
endmodule
module encryptor_multi (
    input  [7:0] data_in,
    output [7:0] cipher_out
);
parameter KEY1 = 8'hA5;
parameter KEY2 = 8'h3C;
wire [7:0] s1, s2, s3, rot;
assign s1 = data_in ^ KEY1;
assign s2 = {s1[6:0], s1[7]} ^ 8'h5A;
assign s3 = {s2[2], s2[5], s2[7], s2[1],
             s2[3], s2[0], s2[6], s2[4]};
assign rot = {s3[4:0], s3[7:5]};
assign cipher_out = rot + KEY2;
endmodule
module top_secure_sensor(
    input clk,
    input rst,
    inout dht_data,
    output uart_tx,
    output data_valid
);
wire [7:0] temp_data;
wire [7:0] cipher_data;
wire [7:0] checksum_data;
wire dht_valid;
wire uart_busy;
reg uart_start;
reg [7:0] uart_data;
dht11_receiver dht_inst(
    .clk(clk),
    .rst(rst),
    .dht_data(dht_data),
    .temp_out(temp_data),
    .data_valid(dht_valid)
);
encryptor_multi enc_inst(
    .data_in(temp_data),
    .cipher_out(cipher_data)
);
checksum_gen chk_inst(
    .plain(temp_data),
    .cipher(cipher_data),
    .checksum(checksum_data)
);
uart_tx uart_inst(
    .clk(clk),
    .rst(rst),
    .start(uart_start),
    .data(uart_data),
    .tx(uart_tx),
    .busy(uart_busy)
);
assign data_valid = dht_valid;
localparam IDLE=0, SEND1=1, SEND2=2;
reg [1:0] state;
always @(posedge clk or posedge rst) begin
    if (rst) begin
        state <= IDLE;
        uart_start <= 0;
    end else begin
        uart_start <= 0;
        case(state)
        IDLE:
            if (dht_valid)
                state <= SEND1;
        SEND1:
            if (!uart_busy) begin
                uart_data <= cipher_data;
                uart_start <= 1;
                state <= SEND2;
            end
        SEND2:
            if (!uart_busy)
                state <= IDLE;
        endcase
    end
end
endmodule
module uart_tx (
    input clk,
    input rst,
    input start,
    input [7:0] data,
    output reg tx,
    output reg busy
);
parameter BAUD_DIV = 10416;  
reg [13:0] baud_cnt;
reg baud_tick;
always @(posedge clk or posedge rst) begin
    if (rst) begin
        baud_cnt <= 0;
        baud_tick <= 0;
    end else begin
        baud_cnt <= (baud_cnt == BAUD_DIV-1) ? 0 : baud_cnt + 1;
        baud_tick <= (baud_cnt == BAUD_DIV-1);
    end
end
reg [3:0] bit_cnt;
reg [9:0] shift_reg;
always @(posedge clk or posedge rst) begin
    if (rst) begin
        tx <= 1;
        busy <= 0;
        bit_cnt <= 0;
    end else if (start && !busy) begin
        shift_reg <= {1'b1, data, 1'b0};
        busy <= 1;
        bit_cnt <= 0;
    end else if (baud_tick && busy) begin
        tx <= shift_reg[0];
        shift_reg <= shift_reg >> 1;
        bit_cnt <= bit_cnt + 1;
        if (bit_cnt == 9) begin
            busy <= 0;
            tx <= 1;
        end
    end
end
endmodule
==> flow/run.sh <==
#!/bin/bash
# OpenROAD 26Q1-2900-gdf79404cd8, Yosys 0.63+post, stock flow scripts
make -C /OpenROAD-flow-scripts/flow DESIGN_CONFIG=/design/flow/config.mk WORK_HOME=/design/flow/orfs finish
==> flow/config.mk <==
export PLATFORM = sky130hd
export DESIGN_NAME = top_secure_sensor
export DESIGN_NICKNAME = top_secure_sensor
export VERILOG_FILES = /design/flow/design.v
export SDC_FILE = /design/flow/constraint.sdc
export NUM_CORES = 4
export LEC_CHECK = 1
export CORE_UTILIZATION = 50
==> flow/constraint.sdc <==
current_design top_secure_sensor

set clk_period 5.3
set clk_io_pct 0.2

create_clock -name clk0 -period $clk_period [get_ports {clk}]

set non_clock_inputs [all_inputs -no_clocks]
set_input_delay [expr $clk_period * $clk_io_pct] -clock clk0 $non_clock_inputs
set_output_delay [expr $clk_period * $clk_io_pct] -clock clk0 [all_outputs]
==> impl_metrics.ini <==
; implementation run metrics
[outcome]
status = did not finish
haltStage = clock tree synthesis
error_line = [error] [KeplerFormal.cpp:679] Workflow failed: Iso has multiple drivers: .dht_data0, dht_data$_DFFE_PP1P_.Q0

[synthesis]
ys_cells = 719
edf_count = 18
area_leaders = dfrtp_1 (44%), edfxtp_1 (7.3%), mux2_2 (4.9%)
syn-cell-area_sq_um = 7380
synth_seq_share = 0.541
ff_type = dfrtp_1
yosysTopAreaCell = dfrtp_1
numSynthFlops = 156
synthArstFlopShare = 0.872
netlist_instances = 719
synth_warnings = 4
synth_cell_types = 57
synth_top_area_share = 0.444
synth-area-yosys_sq_um = 7380
syn-mean-instance-area_sq_um = 10.3

[clocking]
htree_levels = 4
cts_buffers = 17
cts.sinks = 156
ctsResizeCount = 0
postCtsSetupBuffers = 0
root_buffer = clkbuf_16
cts_buffer_depth = 2
cts_hold_buffers = 0

[floorplanning]
fp_util = 0.510
num_io_pins = 5
die_w_um = 123
num_rows = 44
dieHeight_um = 123

[place]
routabilityCongestion = 0.879
postPlaceCellArea_sq_um = 7530
io_buffers = 3
hpwlAfterDp_um = 8620
-- cell usage after synthesis (3+ instances only) --
cell,n
clkbuf_1,29
xor2_1,30
nand4_1,16
dfstp_2,5
a21o_1,3
buf_2,6
nor2b_1,4
and3_1,17
or4_1,5
o31ai_1,24
buf_6,4
a31oi_1,15
nand3_1,48
a22o_1,3
inv_1,21
nor2_1,73
a21oi_1,16
nor3_1,12
nand2b_1,7
nor4_1,9
o41ai_2,4
dfrtp_1,131
and4_1,8
mux2_2,32
ha_1,8
xnor2_1,13
o211ai_1,3
edfxtp_1,18
nand2_1,75
o21ai_0,46
-- logic make-up after synthesis --
kind of cell	after synthesis	share of synthesized area
AOI/OAI and AO/OA	131	0.119
muxes	33	0.0502
xor gates and xnor gates	43	0.0510
DFF	156	0.541
adders and majority gates	8	0.0136
buffers and inverters	61	0.0361
and+or+nand+nor	287	0.189
-- metrics by stage --
| step | cells | setup WS, ps | hold slack, ps |
|---|---|---|---|
| 2_1_floorplan | 719 | 609 | 310 |
| 3_3_place_gp | 876 | 2520 | 319 |
| 3_5_place_dp | 876 | 2460 | 313 |
